==> ./constraint.sdc <==
current_design ahb_lite_slave

set clk_period 4.0
set clk_io_pct 0.2

create_clock -name clk0 -period $clk_period [get_ports {clk}]

set non_clock_inputs [all_inputs -no_clocks]
set_input_delay [expr $clk_period * $clk_io_pct] -clock clk0 $non_clock_inputs
set_output_delay [expr $clk_period * $clk_io_pct] -clock clk0 [all_outputs]
==> ./config.mk <==
export PLATFORM = sky130hd
export DESIGN_NAME = ahb_lite_slave
export DESIGN_NICKNAME = ahb_lite_slave
export VERILOG_FILES = /design/flow/design.v
export SDC_FILE = /design/flow/constraint.sdc
export NUM_CORES = 4
export LEC_CHECK = 1
export CORE_UTILIZATION = 40
==> ./design.v <==
module ahb_lite_slave(
    input logic clk,
    input logic n_rst,
    input logic [1:0] coefficient_num,
    input logic modwait,
    input logic [15:0]fir_out,
    input logic err,
    input logic hsel,
    input logic [3:0] haddr,
    input logic hsize,
    input logic [1:0] htrans,
    input logic clear,
    input logic hwrite,
    input logic [15:0] hwdata, 
    output logic [15:0] fir_coefficient,
    output logic [15:0] sample_data,
    output logic data_ready,
    output logic new_coefficient_set,
    output logic [15:0] hrdata,
    output logic hresp
);
    logic nxt_data_ready;
    logic nxt_new_coefficient_set;
    logic [3:0] [15:0] coefficient;
    logic [3:0] [15:0] nxt_fir_coefficient;
    logic [15:0] nxt_sample_data;
    logic prev_hwrite;
    logic prev_hsize;
    logic prev_hsel;
    logic [3:0] prev_haddr;
    logic [15:0] nxt_hrdata;
    logic data_ready_2;
    always_ff @ (posedge clk, negedge n_rst) begin
        if(n_rst == 0) begin
            hrdata <= 0;
            data_ready <= 0;
            new_coefficient_set <= 0;
            sample_data <= 0;
            prev_haddr <= 0;
            prev_hsize <= 0;
            coefficient <= 0;
            data_ready_2 <= 0;
        end
        else begin
            new_coefficient_set <= nxt_new_coefficient_set;
            sample_data <= nxt_sample_data;
            prev_haddr <= haddr;
            prev_hsize <= hsize;
            prev_hwrite <= hwrite;
            coefficient <= nxt_fir_coefficient;
            data_ready <= nxt_data_ready | data_ready_2;
            data_ready_2 <= nxt_data_ready;
            hrdata <= nxt_hrdata;
            prev_hsel <= hsel;
        end
    end
    always_comb begin
        if(clear) begin
            nxt_new_coefficient_set = 0;
        end
        else begin
            nxt_new_coefficient_set = new_coefficient_set;
        end
        nxt_data_ready = 0;
        nxt_fir_coefficient = coefficient;
        nxt_sample_data = sample_data;
        hresp = (hwrite && ((haddr == 0) || (haddr == 1) || (haddr == 2) || (haddr == 3))|| (haddr == 15));
        if(prev_hsel) begin
            if(prev_hwrite) begin
                if(prev_hsize == 0) begin
                    case(prev_haddr)
                        4: begin 
                            nxt_sample_data[7:0] = hwdata[7:0];
                            nxt_data_ready = 1;
                        end
                        5: begin 
                            nxt_sample_data[15:8] = hwdata[15:8];
                            nxt_data_ready = 1;
                        end
                        6,8,10,12: nxt_fir_coefficient[(prev_haddr - 6)/2][7:0] = hwdata[7:0];
                        7,9,11,13: nxt_fir_coefficient[(prev_haddr-7)/2][15:8] = hwdata[15:8];
                        14: nxt_new_coefficient_set = hwdata[0];
                    endcase
                end
                else begin
                    case(prev_haddr)
                        4,5:begin 
                            nxt_sample_data = hwdata;
                            nxt_data_ready = 1;
                        end
                        6,8,10,12: nxt_fir_coefficient[(prev_haddr - 6)/2] = hwdata;
                        7,9,11,13: nxt_fir_coefficient[(prev_haddr-7)/2] = hwdata;
                        14: nxt_new_coefficient_set = hwdata[0];
                    endcase
                end
            end
        end
    end
    always_comb begin
        nxt_hrdata = hrdata;
        if(hsel) begin
            if(prev_hwrite == 1 && hwrite == 0 && haddr == prev_haddr) begin
                        nxt_hrdata = hwdata;                    
                    end
            else if(!hwrite) begin
                if(hsize == 1'b0) begin
                    case(haddr)
                        0: nxt_hrdata[7:0] = {7'b0,(modwait || new_coefficient_set)};
                        1: nxt_hrdata [15:8] = {7'b0, err};
                        2: nxt_hrdata[7:0] = fir_out[7:0];
                        3: nxt_hrdata[15:8] = fir_out[15:8];
                        4:  nxt_hrdata[7:0] = sample_data[7:0];
                        5: nxt_hrdata[15:8] = sample_data[15:8];
                        6,8,10,12: nxt_hrdata[7:0] = coefficient[(haddr - 6)/2][7:0];
                        7,9,11,13: nxt_hrdata[15:8] = coefficient[(haddr-7)/2][15:8];
                        14: nxt_hrdata[0] = new_coefficient_set;
                    endcase
                end
                else if(hsize == 1'b1) begin
                    case(haddr)
                        0,1: nxt_hrdata = {7'b0, err, 7'b0, (modwait || new_coefficient_set)};
                        2,3: nxt_hrdata = fir_out;
                        4: nxt_hrdata = sample_data[15:0];
                        5: nxt_hrdata = sample_data[15:0];
                        6,8,10,12: nxt_hrdata = coefficient[(haddr - 6)/2];
                        7,9,11,13: nxt_hrdata = coefficient[(haddr-7)/2];
                        14: nxt_hrdata[0] = new_coefficient_set;
                        15: nxt_hrdata[0] = new_coefficient_set;
                    endcase
                end
            end
        end
end
    always_comb begin
        fir_coefficient = coefficient[coefficient_num];
    end
endmodule
==> ./run.sh <==
#!/bin/bash
# OpenROAD 26Q1-2900-gdf79404cd8, Yosys 0.63+post, stock flow scripts
make -C /OpenROAD-flow-scripts/flow DESIGN_CONFIG=/design/flow/config.mk WORK_HOME=/design/flow/orfs finish
==> summary.txt <==
Summary of implementation figures.

Status
The run finished with clean final reports.

Timing
The maximum clock frequency is 269 MHz. The normalized max-slew margin is 33.5%. For the final database, setup skew stands at 0.0104 ns. The slew at the pin closest to its max-slew limit is 0.996 ns. The clock period minus final worst setup slack is 3.72 ns. The post-layout period usage of the worst path is 92.9%. Pins over their slew limit in the final report were tallied at 0. The final hold violation count is 0. Setup repair after global routing left no endpoint under its margin. Summed over all failing endpoints, the final setup total negative slack is 0 ns.

The final setup violation count is 0.

Route
The first detailed-routing pass took 27 iterations. The count of nets left with antenna violations once routing finished came out at 0. The total routed wirelength is 24.1 mm. The routed design shows a wire length per standard cell of 23.4 µm. In the routed layout, each cell is associated on average with a via count of 6.51.

The routed layout has 6716 vias. Per the detail_route report, DRC violations left total 0. The number of inserted diodes is 0. For this block, the initial DRC count from the detailed router was 505.

Die
Per the OpenROAD floorplan log, the area of the core is 18200 µm². According to the floorplan log, the row count is 49. Measured along the x axis, the die boundary spans 139 µm. The I/O pin count is 99.

The die covers 19300 µm². The overall die height is 139 µm. The floorplan utilization is 41.3%.

Power
The leakage power is 3.61 nW. Sequential cells account for 42.4% of the total power. The switching fraction of total power is 30.8%. The ratio of total power to cell area is 370 nW/µm². The net switching power figure is 1.04 mW. The internal cell power is 2.34 mW. Combinational logic is responsible for 29.6% of the overall power. VDD sags by at most 243 µV. Looking at the power breakdown, the clock network takes 28.0% of the total.

Yosys
The post-synthesis sequential element count is 106. The biggest area consumer among synthesized cells is sky130_fd_sc_hd__dfrtp_1. The prevailing post-synth register cell is sky130_fd_sc_hd__dfrtp_1. The warning tally printed by Yosys for this design is 1. The summed instance area of the synthesized netlist is 7510 µm². Counting flops with a built-in enable in the synthesized netlist gives 2. The distinct cell type count after synthesis is 76.

Synthesis produced 710 cells. The main area contributors are sky130_fd_sc_hd__dfrtp_1, sky130_fd_sc_hd__mux4_2, sky130_fd_sc_hd__a221o_1. The synthesized design devotes to its leading area cell type 34.6% of total area.

The share of synthesized area occupied by flip-flops and latches is 35.4%. Among all cell types in the netlist, the one instantiated most often is sky130_fd_sc_hd__dfrtp_1. The async set-or-reset flop fraction in the synthesized netlist is 98.1%.

The cell count in the Yosys report is 710. The synthesized chip area reported by yosys is 7510 µm². By count the netlist is led by sky130_fd_sc_hd__dfrtp_1, sky130_fd_sc_hd__nand2_1, sky130_fd_sc_hd__nor2_1. The mean post-synth cell area is 10.6 µm².

Worst setup path
The launch point of the worst register-to-register path is recorded as prev_haddr[1]. The data arrival time of the critical path is 4.01 ns. The capture point of the worst register-to-register path is recorded as coefficient[15]. By startpoint and endpoint, the worst setup path is classified as register to register. The required time at the worst endpoint is listed as 4.29 ns.

The critical path capture point type is a register. The startpoint class of the critical path is a register. The minimum setup slack among reg-to-reg paths is 0.28 ns. The report shows a maximum critical-path fanout of 11.

The logic depth of the worst register-to-register path is 11.

Finish
The fraction of final layout cells sized beyond drive strength 1 is 18.2%. The flow measured a signed area growth from synthesis to layout of 21.5%. The area of the multi-input gates is 4530 µm². The filler cells instantiated in the layout total 1552. The tally of non-filler cells in the final layout is 1031. The area taken by flip-flops and latches is 2660 µm².

Clocking
The post-CTS setup-driven buffer insertion count is 0. The post-CTS resize count is 0. The number of clock buffers inserted by TritonCTS is 9. The clock network latency to the later pin of the worst-skew pair is 0.36 ns. The H-tree generated during clock tree synthesis spans 3 levels. The buffer type at the clock tree root is sky130_fd_sc_hd__clkbuf_16.

The total of hold buffers inserted after clock tree synthesis is 0. After clock tree synthesis, the clock-pin slew on the worst setup and hold paths is 0.08 ns. The TritonCTS clock tree is yes.

According to the CTS report, the clock sink count is 106. The clock tree buffer depth is 2.

Global routing
For this run, global-route usage on met2 was measured as 39.4%. The aggregate global-route resource usage is 26.7%. The wire length of the first global-routing pass is 38.0 mm. Recorded from the global router log, the overflow total was 0. The initial antenna violation count is 0.

The met3 global-route usage is 11.8%. The met1 track demand over resource in global routing is 37.5%. The via count of the first global-routing pass is 6701. The most heavily used metal layer in global routing is met2.

The pin count of the biggest net entering global routing is 76.

Placement
After detailed placement, the design holds a cell count of 1015. The half-perimeter wire length after detailed placement is 16.8 mm. The tally of buffers added on design ports is 96. After its last routability iteration, the placer logged a weighted congestion of 0.937.

Flow run
The tool flagged a number of max-cap violations equal to 0. The number of logged tool warnings is 35.

Hold path
The type of the most critical hold path is input port to asynchronous set/reset pin.
==> cells in the final DEF, fill, tap and decap left out, types with 8 or more instances in the layout <==
master and n:
sky130_fd_sc_hd__and2_1 8, sky130_fd_sc_hd__nand2_1 59, sky130_fd_sc_hd__a22oi_1 33, sky130_fd_sc_hd__mux2_2 23, sky130_fd_sc_hd__nor2_1 50, sky130_fd_sc_hd__clkbuf_16 9
sky130_fd_sc_hd__a221o_1 32, sky130_fd_sc_hd__buf_4 37, sky130_fd_sc_hd__o221ai_1 8, sky130_fd_sc_hd__mux2i_1 8, sky130_fd_sc_hd__nor2b_1 18, sky130_fd_sc_hd__inv_1 14
sky130_fd_sc_hd__dfrtp_1 104, sky130_fd_sc_hd__nand3_1 18, sky130_fd_sc_hd__clkdlybuf4s50_1 95, sky130_fd_sc_hd__or3_1 10, sky130_fd_sc_hd__a21oi_1 37, sky130_fd_sc_hd__ha_1 18
sky130_fd_sc_hd__a22o_1 35, sky130_fd_sc_hd__mux4_2 48, sky130_fd_sc_hd__o21ai_0 9
==> per-layer routing <==
metal / routed length [µm] / vias up
li1: - / 2972
met1: 9840 / 3269
met2: 10900 / 428
met3: 2850 / 47
met4: 568 / 0
met5: 0 / -
==> layout make-up <==
| type | count | share of cell area, % |
|---|---|---|
| Clock buffer | 9 | 2.47 |
| Multi-Input combinational cell | 530 | 49.6 |
| Inverter | 15 | 0.617 |
| Clock inverter | 7 | 0.932 |
| Timing Repair Buffer | 135 | 14.1 |
| Tap cell | 229 | 3.14 |
| Sequential cell | 106 | 29.2 |
==> cells by family after synthesis <==
family | synth area share, %
flops | 35.4
xor+xnor | 1.63
mux | 18.9
compound gates | 23.2
buf+inv | 4.31
fa+ha+maj | 3.00
simple gates | 13.5
==> critical path: stages, from the launching register on <==
cell and delay (ns):
sky130_fd_sc_hd__dfrtp_1 0.51, sky130_fd_sc_hd__ha_1 0.40, sky130_fd_sc_hd__nand2b_1 0.20, sky130_fd_sc_hd__nor2_1 0.18
sky130_fd_sc_hd__nand2_1 0.07, sky130_fd_sc_hd__ha_1 0.29, sky130_fd_sc_hd__nor4b_1 0.30, sky130_fd_sc_hd__nand2_1 0.17
sky130_fd_sc_hd__a2111oi_2 0.55, sky130_fd_sc_hd__nand3_1 0.17, sky130_fd_sc_hd__a31oi_2 0.56, sky130_fd_sc_hd__a22o_1 0.25
==> stage by stage <==
step | power, mW | hold WS [ns] | utilization, % | area [µm²] | setup WS (ns)
after CTS | 3.39 | 0.392 | 50.1 | 9130 | 0.297
after detailed placement | 2.44 | 0.435 | 48.4 | 8820 | 0.318
after global placement | 2.41 | 0.419 | 48.4 | 8820 | 0.354
after floorplan | 1.96 | 0.413 | - | 7510 | 0.772
after global routing | 3.56 | 0.408 | 50.1 | 9130 | 0.0110
final | 3.38 | 0.384 | 50.1 | 9130 | 0.285
==> power by group through the flow <==
stage,registers [mW],clock network [mW],logic [mW]
5_1_grt,1.46,1.02,1.09
6_report,1.43,0.945,0.999
4_1_cts,1.43,0.971,0.997
==> state kept, by name (all words and copies together), names as in the netlist <==
register	flops
prev_hsel	1
coefficient	64
data_ready	1
prev_haddr	4
sample_data	16
prev_hsize	1
hrdata	16
new_coefficient_set	1
prev_hwrite	1
data_ready_2	1
==> how the worst max path moves through the flow <==
stage | cells past startpoint | slack, ns | end | startpoint
after global routing | 11 | 0.01 | coefficient[15] | prev_haddr[1]
after CTS | 11 | 0.30 | coefficient[15] | prev_haddr[1]
final | 11 | 0.28 | coefficient[15] | prev_haddr[1]
Power is estimated from default activity; no workload was simulated.
