--- flow/run.sh ---
#!/bin/bash
# OpenROAD 26Q1-2900-gdf79404cd8, Yosys 0.63+post, stock flow scripts
make -C /OpenROAD-flow-scripts/flow DESIGN_CONFIG=/design/flow/config.mk WORK_HOME=/design/flow/orfs finish
--- flow/config.mk ---
export PLATFORM = sky130hd
export DESIGN_NAME = timer
export DESIGN_NICKNAME = timer
export VERILOG_FILES = /design/flow/design.v
export SDC_FILE = /design/flow/constraint.sdc
export NUM_CORES = 4
export LEC_CHECK = 1
export CORE_AREA = 10 10 100 100
export DIE_AREA = 0 0 110 110
--- flow/constraint.sdc ---
current_design timer

set clk_period 2.7
set clk_io_pct 0.2

create_clock -name clk0 -period $clk_period [get_ports {clk}]

set non_clock_inputs [all_inputs -no_clocks]
set_input_delay [expr $clk_period * $clk_io_pct] -clock clk0 $non_clock_inputs
set_output_delay [expr $clk_period * $clk_io_pct] -clock clk0 [all_outputs]
--- flow/design.v ---
module flex_counter#(parameter NUM_CNT_BITS = 4)
(
	input logic clk, 
	input logic n_rst, 
	input logic clear, 
	input logic count_enable, 
	input logic [NUM_CNT_BITS-1:0]rollover_val, 
	output logic [NUM_CNT_BITS-1:0]count_out, 
	output logic rollover_flag
);
logic [(NUM_CNT_BITS-1):0]cout;
logic flag;
always_ff @ (posedge clk, negedge n_rst) begin
	if (n_rst == 1'b0) begin
		count_out <= 0;
		rollover_flag <= 0;
	end
	else begin
		count_out <= cout;
		rollover_flag <= flag;
	end
end
always_comb begin 
	cout = count_out;
	flag = 0;
	if (clear == 1'b1) begin
		cout = 0;
		flag = 0;
	end
	else if(count_enable == 1'b1) begin
		if(count_out == rollover_val - 1) begin
			flag = 1;
			cout = count_out + 1;
		end
		else if (count_out == rollover_val) begin
			cout = 1;
		end
		else begin
			cout = count_out + 1;
		end
	end
	else begin
		flag = rollover_flag;
		cout = count_out;
	end
end
endmodule
module timer(
    input logic clk,
    input logic n_rst,
    input logic enable_timer,
    input logic [3:0]data_size,
    input logic [13:0] bit_period,
    output logic shift_strobe,
    output logic packet_done
);
    flex_counter #(.NUM_CNT_BITS(14))f1(.clk(clk), .n_rst(n_rst), .clear((!enable_timer | packet_done)), .count_enable(enable_timer), .rollover_val(bit_period), .rollover_flag(shift_strobe));
    flex_counter #(.NUM_CNT_BITS(4))f2(.clk(clk), .n_rst(n_rst), .clear((!enable_timer | packet_done)), .count_enable(shift_strobe), .rollover_val(data_size+1'b1), .rollover_flag(packet_done));
endmodule
==> summary.txt <==
From the run reports.

- The run finished with clean final reports.
- The wire length of the first global-routing pass is 6570 µm.
- Synthesis handed over a netlist of 195 instances.
- The number of diodes added for antenna fixing is 0.
- The final period demand of the worst path reads 2500 ps.
- The number of warnings reported in the yosys synthesis log reads 2.
- The total of cells resized after clock tree synthesis reads 0.
- The endpoint arrival time on the critical path is 2690 ps.
- The clock network latency to the later pin of the worst-skew pair reads 250 ps.
- The area share of the largest cell type after synthesis is 0.309.
- STA classifies the critical path startpoint as an input pin.
- The pre-antenna-repair detailed-routing pass consisted of 4 iterations.
- The final report lists the setup-violating endpoint count as 0.
- The number of antenna violations at the first check in global routing came to 0.
- The clock skew reads 1.14 ps.
- In this run the core area contains 32 standard-cell rows.
- In the routed layout, each cell is associated on average with a via count of 4.29.
- For reference, the clock transition at the flip-flops on the worst setup and hold paths is 70 ps.
- The path type of the worst min-delay path is register to register.
- The effective utilization at floorplan reads 0.207.
- The cell count in the Yosys report reads 195.
- The library cell with the largest summed area after synthesis is sky130_fd_sc_hd__dfrtp_1.
- The total internal power reads 0.000476 W.
- The share of power burned in combinational logic reads 0.223.
- The critical path maximum fanout is 3.
- In this run the mean area of a mapped cell was 8.30 µm².
- Of the total power, the clock network draws 0.296.
- The remaining global-route overflow reads 0.
- The area growth from synthesis to layout is 28.5%.
- The main area contributors are sky130_fd_sc_hd__dfrtp_1 31%, sky130_fd_sc_hd__xnor2_1 11%, sky130_fd_sc_hd__xor2_1 9.7%.
- The post-CTS setup-driven buffer insertion count is 0.
- The post-detailed-route count of antenna-violating nets is 0.
- The critical path is of the input pin to register type.
- The CTS tree reads done.
- The average routed wire per standard cell reads 12.0 µm.
- The final wirelength is 3920 µm.
- The data required time of the critical path is 2890 ps.
- The die is 110 µm wide.
- The number of buffers created by CTS is 3.
- The post-route fraction of the period consumed by the critical path reads 0.927.
- The chip area from the yosys synthesis statistics reads 1620 µm².
- The cell leakage power is 0.833 nW.
- The number of buffers between clock root and the deepest sink reads 2.
- Synthesis inferred 20 register bits.
- The most critical setup path has its startpoint at bit_period[4].
- Entering global routing, the biggest net connects 21 pins.
- The overall die height is 110 µm.
- The area of the placeable core is 7810 µm².
- The number of DRC violations after detailed routing reads 0.
- The chip area reads 12100 µm².
- The vias after detailed routing reads 1408.
- The proportion of power drawn by flip-flops and latches is 0.481.
- The global router's overall resource usage reads 0.0664.
- The switching power reads 0.000168 W.
- The number of warnings in the stage logs reads 25.
- The depth of the most critical reg-to-reg path is 6.
- The total count of max-transition violations in the final report is 0.
- The kind of end point of the critical path is a register.
- The end point of the critical path is f1.rollover_flag$_DFFE_PN0P_.
- The total power density per cell area is 310 nW/µm².
- The number of clock sinks seen by CTS reads 20.
- The maximum resistive drop on vdd is 0.133 mV.
- The via count of the first global-routing pass is 1406.
- The number of buffers added on ports is 22.
- Across all register-to-register paths, the minimum setup slack is 820 ps.
- The clock tree root driver cell is sky130_fd_sc_hd__clkbuf_8.
- The transition at the pin with the smallest max-transition slack is 386 ps.
- The floorplan report gives the top-level pin count as 23.
- The register share after synthesis is 0.309.
- The routability congestion estimate from global placement reads 0.912.
- The post-route total power is 0.000644 W.
- The maximum frequency from static timing analysis is 0.400 GHz.
- The summed instance area of the synthesized netlist is 1620 µm².
- The HPWL after detailed placement is 3140 µm.
- The destination of the worst register-to-register timing path is f1.count_out[11]$_DFFE_PN0P_.
- The first routing iteration left 28 violations.
- Hold repair after CTS inserted 0 buffers.
- Of the total power, the share spent switching nets is 0.261.
- The share of cells above drive strength 1 reads 0.0929.
- In this run, distinct cell masters in the synthesized netlist total 36.
- The number of levels the H-tree was split into is 1.
- The count of endpoints failing hold in the final timing report is 0.
- The utilization of the core after routing is 0.266.
- The number of maximum-capacitance violations recorded for the run is 0.
- Checking max transition, the worst relative margin is 0.740.
- Setup repair after global routing left no endpoint under its margin.
- The source of the worst register-to-register timing path is f1.count_out[3]$_DFFE_PN0P_.
## how the worst min path moves through the flow
stage | startpoint | endpoint | slack, ps | cells past startpoint
final | f1.count_out[0]$_DFFE_PN0P_ | f1.count_out[0]$_DFFE_PN0P_ | 570 | 1
after global routing | f1.count_out[0]$_DFFE_PN0P_ | f1.count_out[0]$_DFFE_PN0P_ | 600 | 1
after CTS | f1.count_out[0]$_DFFE_PN0P_ | f1.count_out[0]$_DFFE_PN0P_ | 570 | 1
## placed cells by master (no fill, tap or decap), types with 3 or more instances in the layout
cell type                          n
sky130_fd_sc_hd__nand4_1           3
sky130_fd_sc_hd__a21oi_1           6
sky130_fd_sc_hd__nand3_1          12
sky130_fd_sc_hd__xor2_1           18
sky130_fd_sc_hd__nand2_1          13
sky130_fd_sc_hd__dfrtp_1          20
sky130_fd_sc_hd__ha_1              4
sky130_fd_sc_hd__nand2b_1          4
sky130_fd_sc_hd__nor4_1            3
sky130_fd_sc_hd__and3_1            7
sky130_fd_sc_hd__inv_1             5
sky130_fd_sc_hd__o21ai_0          12
sky130_fd_sc_hd__xnor2_1          21
sky130_fd_sc_hd__nor2_1           31
sky130_fd_sc_hd__clkdlybuf4s50_1  22
sky130_fd_sc_hd__clkbuf_8          3
sky130_fd_sc_hd__buf_4            13
sky130_fd_sc_hd__mux2i_1           3
## state kept, by name, summed over array words and instances (netlist names)
| signal | flops |
|---|---|
| f1.count_out | 14 |
| f1.rollover_flag | 1 |
| f2.count_out | 4 |
| f2.rollover_flag | 1 |
## synthesized netlist by cell type
| cell | count |
|---|---|
| sky130_fd_sc_hd__clkbuf_1 | 7 |
| sky130_fd_sc_hd__or3_1 | 2 |
| sky130_fd_sc_hd__xnor2_1 | 21 |
| sky130_fd_sc_hd__a22oi_1 | 1 |
| sky130_fd_sc_hd__nand2b_1 | 4 |
| sky130_fd_sc_hd__o221a_2 | 1 |
| sky130_fd_sc_hd__and3_1 | 7 |
| sky130_fd_sc_hd__or4_4 | 1 |
| sky130_fd_sc_hd__ha_1 | 4 |
| sky130_fd_sc_hd__inv_1 | 5 |
| sky130_fd_sc_hd__nor4b_4 | 1 |
| sky130_fd_sc_hd__nand4_1 | 3 |
| sky130_fd_sc_hd__o41ai_1 | 1 |
| sky130_fd_sc_hd__nor2_1 | 31 |
| sky130_fd_sc_hd__a211oi_1 | 1 |
| sky130_fd_sc_hd__or4_1 | 1 |
| sky130_fd_sc_hd__nand3_1 | 12 |
| sky130_fd_sc_hd__a21oi_1 | 6 |
| sky130_fd_sc_hd__nor2b_1 | 2 |
| sky130_fd_sc_hd__and2_1 | 1 |
| sky130_fd_sc_hd__a2111oi_0 | 1 |
| sky130_fd_sc_hd__dfrtp_1 | 20 |
| sky130_fd_sc_hd__mux2i_1 | 3 |
| sky130_fd_sc_hd__o21ai_0 | 12 |
| sky130_fd_sc_hd__nor4_1 | 3 |
| sky130_fd_sc_hd__nand4b_1 | 1 |
| sky130_fd_sc_hd__nand2_1 | 13 |
| sky130_fd_sc_hd__nor3_1 | 1 |
| sky130_fd_sc_hd__xor2_1 | 18 |
| sky130_fd_sc_hd__nand3b_1 | 2 |
| sky130_fd_sc_hd__nor3_2 | 1 |
| sky130_fd_sc_hd__o2111ai_1 | 2 |
| sky130_fd_sc_hd__and4b_1 | 1 |
| sky130_fd_sc_hd__a2111oi_2 | 1 |
| sky130_fd_sc_hd__o211ai_1 | 2 |
| sky130_fd_sc_hd__nor3b_1 | 2 |
## cell families after synthesis
group,share of synthesized area
compound gates,0.112
xor+xnor,0.211
fa+ha+maj,0.0309
buf+inv,0.0278
flops,0.309
mux,0.0186
simple gates,0.290
## critical path, cell delays in order
cell and delay [ps]:
sky130_fd_sc_hd__clkdlybuf4s50_1 430, sky130_fd_sc_hd__or4_4 590, sky130_fd_sc_hd__nor4b_4 250, sky130_fd_sc_hd__o41ai_1 140
sky130_fd_sc_hd__a2111oi_2 370, sky130_fd_sc_hd__nand4_1 110, sky130_fd_sc_hd__and4b_1 260
## power by group through the flow
stage                 Sequential, W  Clock (W)  Combinational (W)
after CTS                  0.000310   0.000200           0.000146
after global routing       0.000311   0.000211           0.000159
final                      0.000310   0.000191           0.000144
## area by class of cell
class	instances	area (µm²)
inverters	5	18.8
multi-input cells	163	1070
repair buffers	35	318
flip-flops and latches	20	500
clock buffers	3	41.3
fillers	849	5730
well taps	102	128
## stage by stage
| stage | instances | area, µm² | TNS (ps) | worst slack (ps) | hold WS (ps) |
|---|---|---|---|---|---|
| final | 328 | 2080 | 0 | 197 | 568 |
| after global routing | 328 | 2080 | 0 | 54.8 | 597 |
| after CTS | 328 | 2080 | 0 | 200 | 566 |
| after detailed placement | 325 | 2040 | -29.5 | -29.5 | 555 |
| after global placement | 325 | 2040 | 0 | 12.9 | 536 |
| after floorplan | 195 | 1620 | 0 | 475 | 244 |
## metal layers
layer	vias up	track usage	wire length, µm	share of wire
met5	-	0	0	0
met4	0	0.00743	42	0.011
met3	4	0.0217	258	0.066
met2	28	0.106	1740	0.44
met1	634	0.0886	1880	0.48
li1	742	-	-	-
No activity file was given, so power comes from the tool's default toggle rates.
