**./run.sh**
```bash
#!/bin/bash
# OpenROAD 26Q1-2900-gdf79404cd8, Yosys 0.63+post, stock flow scripts
make -C /OpenROAD-flow-scripts/flow DESIGN_CONFIG=/design/flow/config.mk WORK_HOME=/design/flow/orfs finish
```
**./config.mk**
```make
export PLATFORM = sky130hd
export DESIGN_NAME = apb_slave
export DESIGN_NICKNAME = apb_slave
export VERILOG_FILES = /design/flow/design.v
export SDC_FILE = /design/flow/constraint.sdc
export NUM_CORES = 4
export LEC_CHECK = 1
export CORE_AREA = 10 10 95 95
export DIE_AREA = 0 0 105 105
```
**./constraint.sdc**
```tcl
current_design apb_slave

set clk_period 1.3
set clk_io_pct 0.2

create_clock -name clk0 -period $clk_period [get_ports {clk}]

set non_clock_inputs [all_inputs -no_clocks]
set_input_delay [expr $clk_period * $clk_io_pct] -clock clk0 $non_clock_inputs
set_output_delay [expr $clk_period * $clk_io_pct] -clock clk0 [all_outputs]
```
**./design.v**
```verilog
module apb_slave (
    input logic clk,
    input logic n_rst,
    input logic [7:0] rx_data,
    input logic data_ready,
    input logic overrun_error,
    input logic framing_error,
    input logic psel,
    input logic [2:0] paddr,
    input logic penable,
    input logic pwrite,
    input logic [7:0] pwdata,
    output logic [7:0] prdata,
    output logic pslverr,
    output logic [3:0] data_size,
    output logic [13:0] bit_period,
    output logic data_read
);
logic [13:0] nxt_bit_period;
logic [7:0] nxt_prdata;
logic [3:0] nxt_data_size;
always_ff @(posedge clk, negedge n_rst) begin
    if(n_rst == 1'b0) begin
        bit_period <= 14'd10;
	prdata <= 0;
        data_size <= 4'd8;
    end
    else begin
        bit_period <= nxt_bit_period;
        prdata <= nxt_prdata;
        data_size <= nxt_data_size;
    end
end
always_comb begin
    if (psel) begin
        nxt_bit_period = bit_period;
        nxt_data_size = data_size;
        nxt_prdata = prdata;
        pslverr = (pwrite && ((paddr == 0) || (paddr == 1) || (paddr == 6)) || (paddr == 5) || (paddr == 7));
        if(pwrite) begin
            data_read = 0;
            if(paddr == 2)begin
                nxt_bit_period[7:0] = pwdata;
            end
            else if(paddr == 3)begin
                nxt_bit_period[13:8] = pwdata[5:0];
            end 
            else if(paddr == 4)begin
                nxt_data_size = pwdata[3:0];
            end
        end
        else begin
            data_read = 0;
            if(paddr == 0)begin
                nxt_prdata = data_ready;
            end
            else if(paddr == 1)begin
                nxt_prdata = 1*framing_error + 2* overrun_error;
            end
            else if(paddr == 6) begin
                data_read = 1;
                nxt_prdata = rx_data;
            end
            else if(paddr == 2)begin
                nxt_prdata = bit_period[7:0];
            end
            else if(paddr == 3) begin
                nxt_prdata = bit_period[13:8];
            end
            else if(paddr == 4) begin
                nxt_prdata = data_size;
            end
        end
    end
    else begin
        data_read = 0;
        nxt_bit_period = bit_period;
        nxt_data_size = data_size;
        nxt_prdata = prdata;
        pslverr = 0;
    end
end
endmodule
```
==> notes.md <==
run results: status=finished, final reports clean, logic area=645.6 sq um, CP Max Fanout=5, max-cap viol count=0, core area=between 6000 and 7000 sq um, Die Ht=105 microns, row count=30, Placer Congestion=roughly 0.83, share of cells above drive strength 1=40.83%, DR iter-0 viols=74, Lkg Pwr=1.101 nW, ys cells=116, Unique masters post-synth=24, largest net degree at the start of global routing=27, Required @ worst endpoint=1.46 ns, fin crit period=1.279 ns, grt total ovfl=0, Routed Antenna Nets=0, vias in the first global route=1377, clk slew on worst S/H paths=0.09 ns, TritonCTS clock tree=done, Max Clock Freq=roughly 0.8 GHz, Yosys reg bits=26, endpoint type of the worst setup path=flop, gr usage total=7.717%, fp_density=between 10% and 20%, Reg power frac=44.4%, CP max stage delay=0.33 ns, Post-Syn Area=1305 sq um, WS Path Type=in2reg, Avg Inst Size Synth=roughly 11 sq um, worst-margin pin slew=0.3582 ns, clk sinks=26, relative slew slack=75.82%, Hold Vio Cnt, Final=0, CTS root buffer=clkbuf_8, critical path launch point type=primary input, fin crit share=98.41%, Via Count=1268, Clock Skews=0.001482 ns, tally of non-filler cells in the final layout=314, clk latency of the worst-skew pair=0.26 ns, residual DRC count=0, Clock Path Buffers=2, DR vias/cell=4.038, Syn-to-layout area delta=80.25%, Flop area=654.4 sq um, Die Area=11030 sq um, Layout fillers=around 710, io pins=55, DP Area=2137 sq um, RSZ-0062 raised after global routing=false, slowest cell on the critical path=mux2_2, first-pass iteration count of the detailed router=4, Worst Path Arrival=1.44 ns, CP startpoint=psel, Inserted Clock Buffers=3, area leader, netlist=dfrtp_1, crit-path cells=dlygate4sd2_1 > buf_4 > nand3_4 > nor3_4 > buf_6 > mux2_2, die width=105 microns, worst r2r src=bit_period[1], Int Pwr=0.001820 W, worst vdd ir=0.0002550 V, Yosys warning count=1, sequential area share after synthesis=50.14%, ant diodes=0, H-tree depth reported by CTS=1, Yosys chip area=1305 sq um, HPWL after DPL=3336 microns, clock share of power=18.9%, # placed instances=287, Comb pwr share=approximately 37%, final setup vio count=0, Finished Cell Area=between 2000 and 2500 sq um, I/O Buffers=53, global-route wire length before repair=7031 microns, tool warnings=28, Cells after Synth=116, P_sw=0.0006177 W, Top cells by area=dfrtp_1, mux2_2, dfstp_2, Sw Ratio=25.34%, Max-area cell share=approximately 44%, Hold WC Path Type=in2async, Power Density=1036 nW/um^2, Hold-fix buffers, CTS=0, Post-Route WL=4412 microns, initial antenna violation count=0, Finished Core Util=34.06%, Max Transition Viols Final=0, per-cell routed wire length=14.05 microns
==> cell usage in the layout, fill, tap and decap left out, types with 2 or more instances in the layout <==
cell / instances
a21oi_1: 4
a31oi_1: 2
a32oi_1: 2
buf_4: 46
buf_6: 4
clkbuf_8: 3
clkdlybuf4s15_1: 2
clkdlybuf4s50_1: 20
dfrtp_1: 23
dfstp_2: 3
dlygate4sd2_1: 27
mux2_2: 20
mux2i_1: 6
nand2_1: 13
nand2b_1: 5
nor2_1: 6
nor2_4: 2
nor2b_1: 2
nor2b_4: 2
o21ai_0: 9
==> worst paths after layout <==
path	end	slack [ns]	cells after the start
worst max register to register	prdata[1]	0.10	4
max in group asynchronous	bit_period[3]	0.72	2
worst min-delay path	prdata[6]	0.34	2
min in group clk0	prdata[6]	0.44	5
worst max-delay path	bit_period[7]	0.02	6
worst min register to register	prdata[7]	0.49	2
==> critical path: cells and delay by family <==
kind,cells,cell delay [ns]
buf+inv,3,0.51
mux,1,0.33
simple gates,2,0.33
==> cell usage after synthesis <==
| master | number |
|---|---|
| dfrtp_1 | 23 |
| mux2_2 | 20 |
| nand2_1 | 14 |
| o21ai_0 | 10 |
| nor2_1 | 7 |
| mux2i_1 | 6 |
| a21oi_1 | 5 |
| nand2b_1 | 5 |
| nor2b_1 | 4 |
| buf_2 | 3 |
| dfstp_2 | 3 |
| a31oi_1 | 2 |
| a32oi_1 | 2 |
| inv_2 | 2 |
| a221o_1 | 1 |
| a32o_1 | 1 |
| and2_1 | 1 |
| buf_6 | 1 |
| nand3_4 | 1 |
| nand4_1 | 1 |
| nor2_4 | 1 |
| nor3_1 | 1 |
| nor3_4 | 1 |
| o311ai_0 | 1 |
==> stage by stage <==
step                      hold slack (ns)  worst slack (ns)  power [W]  TNS [ns]
after detailed placement           0.4687           -0.5741   0.001929    -13.14
final                              0.3410           0.02061   0.002438         0
after global routing               0.3336         0.0003906   0.002620         0
after CTS                          0.3377          -0.07927   0.002486  -0.07927
after floorplan                  -0.03559          -0.01009   0.001325  -0.06053
after global placement             0.4596           -0.5728   0.001923    -13.27
==> state kept, by name, summed over array words and instances (netlist names) <==
signal	flops
data_size	4
prdata	8
bit_period	14
==> power groups by stage <==
stage | Sequential, W | Clock, W | Combinational, W
after CTS | 0.00109 | 0.000488 | 0.000912
final | 0.00108 | 0.000462 | 0.000893
after global routing | 0.00111 | 0.000520 | 0.000990
==> layer usage <==
metal	GRT usage (%)	vias to the layer above	wire (microns)
li1	-	622	-
met1	9.356	606	1887
met2	13.52	36	2152
met3	2.298	4	321
met4	0.9804	0	51
met5	0	-	0
==> cells by family (layout without fill, tap and decap cells) <==
kind of cell / count (synthesis) / in the layout / synth area share [%]
compound gates: 22 / 22 / 10.26
buf+inv: 6 / 108 / 2.589
flops: 26 / 26 / 50.14
mux: 26 / 26 / 21.86
simple gates: 36 / 36 / 15.15
==> what timing repair did <==
action                     4_1_cts  5_1_grt
buffers inserted                23        0
resized                         52       10
setup endpoints to repair       54       19
pin swaps                        3        7
==> area by class of cell <==
cell class                 instances  area share, %
inverter                           2         0.4255
tap                               96          5.106
clock buffer                       4          1.915
multi-input combinational         84          27.45
sequential                        26          27.82
timing repair buffer             102          37.29
Power is estimated from default activity; no workload was simulated.
